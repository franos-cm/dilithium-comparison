File: design.v
`timescale 1ns / 1ps
module usehint #(
        parameter OUTPUT_W = 4,
        parameter COEFF_W  = 24,
        parameter W        = 64
    ) (
        input rst,
        input clk,
        input start,
        input [2:0]   sec_lvl,
        input [W-1:0] di,
        input         valid_i,
        output reg    ready_i,
        input [OUTPUT_W*COEFF_W-1:0] poly0_i,
        input [OUTPUT_W*COEFF_W-1:0] poly1_i,
        input      poly_valid_i,
        output reg poly_ready_i,
        output reg [OUTPUT_W*COEFF_W-1:0] poly_o,
        output reg poly_valid_o,
        input      poly_ready_o
    );
    reg [7:0]   hint_cnt [7:0];
    reg [671:0] hint_addr;
    reg [10:0] ctr, ctr_next;
    reg [9:0] pos, pos_next;
    reg [3:0] poly_num;
    reg [9:0] hint_len;
    reg [95:0] tmp;
    reg [256*8-1:0] hint_poly;
    localparam
        LVL2_LEN = 7'd80,
        LVL3_LEN = 7'd55,
        LVL5_LEN = 7'd75;
    reg [6:0] hint_addrlen;
    reg [3:0] num_hints;
    reg [7:0] next_hint;
    reg [10:0] hint_offset;
    localparam
        INIT         = 2'd0,
        RECEIVE_HINT = 2'd1,
        EXPAND_HINT  = 2'd2,
        APPLY_HINT   = 2'd3;
    reg [1:0] state;
    reg [5:0] FINAL_SHIFT;
    reg [3:0] K;
    integer i;
    always @(*) begin
        case(sec_lvl)
        2: K=4;
        3: K=6;
        default: K=8;
        endcase
        case(sec_lvl)
        2: hint_len=671;
        3: hint_len=487;
        default: hint_len=663;
        endcase
        for (i = 0; i < 8; i = i + 1)
            hint_cnt[i] = (i < K) ? hint_addr[8*(K-i-1)+:8] : 0;
        next_hint = hint_addr[hint_len-pos*8-:8];
        hint_offset = 0; 
        if (ctr >= hint_cnt[0])
           hint_offset = 256*(0+1);
        if (ctr >= hint_cnt[1])
           hint_offset = 256*(1+1);
        if (ctr >= hint_cnt[2])
           hint_offset = 256*(2+1);
        if (ctr >= hint_cnt[3])
           hint_offset = 256*(3+1);
        if (ctr >= hint_cnt[4] && K != 4)
           hint_offset = 256*(4+1);
        if (ctr >= hint_cnt[5] && K != 4)
           hint_offset = 256*(5+1);
        if (ctr >= hint_cnt[6] && K == 8)
           hint_offset = 256*(6+1);
        if (ctr >= hint_cnt[7] && K == 8)
           hint_offset = 256*(7+1);
        case(sec_lvl)
        2: hint_addrlen = LVL2_LEN;
        3: hint_addrlen = LVL3_LEN;
        5: hint_addrlen = LVL5_LEN;
        default: hint_addrlen = LVL2_LEN;
        endcase
        case(sec_lvl)
        2: num_hints = 4'd4;
        3: num_hints = 4'd6;
        5: num_hints = 4'd8;
        default: num_hints = 4'd4;
        endcase
        ready_i      = 0;
        poly_ready_i = poly_ready_o;
        poly_o       = 0;
        poly_valid_o = 0;
        ctr_next     = ctr;
        FINAL_SHIFT = 8*((ctr+1)*8 - hint_addrlen-num_hints);
        poly_o = poly1_i;
        if (sec_lvl != 2) begin
            for (i = 0; i < 4; i = i + 1) begin
                if (hint_poly[ctr+i] == 1) begin
                    if (poly0_i[i*24+:24] > (8380417-1)/32 || poly0_i[i*24+:24] == 0)
                        poly_o[i*24+:24] = (poly1_i[i*24+:24] == 0) ? 15 : poly1_i[i*24+:24] - 1;
                    else
                        poly_o[i*24+:24] = (poly1_i[i*24+:24] == 15) ? 0 : poly1_i[i*24+:24] + 1;
                end 
            end
        end else begin
            for (i = 0; i < 4; i = i + 1) begin
                if (hint_poly[ctr+i] == 1) begin
                    if (poly0_i[i*24+:24] > (8380417-1)/88 || poly0_i[i*24+:24] == 0)
                        poly_o[i*24+:24] = (poly1_i[i*24+:24] == 0) ? 43 : poly1_i[i*24+:24] - 1;
                    else
                        poly_o[i*24+:24] = (poly1_i[i*24+:24] == 43) ? 0 : poly1_i[i*24+:24] + 1;
                end 
            end
        end
        pos_next = pos;
        case(state)
        INIT: begin
            ctr_next = 0;
            pos_next = 0;
        end
        RECEIVE_HINT: begin
            ctr_next =  (valid_i && (ctr+1)*8 > hint_addrlen+num_hints) ?  0 :
                        (valid_i) ? ctr + 1 : ctr;
            ready_i  = valid_i;
            pos_next = 0;
        end
        EXPAND_HINT: begin
            ctr_next = (ctr+1 >= hint_cnt[K-1]) ?  0 : ctr + 1;
            pos_next = pos + 1;
        end
        APPLY_HINT: begin
            poly_valid_o = poly_valid_i;
            ctr_next = (poly_valid_o && poly_ready_o) ? ctr + 4 : ctr;
        end
        endcase
    end
    always @(posedge clk) begin
        if (rst) begin
            state <= INIT;
            ctr   <= 0;
        end else begin
            ctr <= ctr_next;  
            pos <= pos_next;      
            case(state)
            INIT: begin
                poly_num  <= 0;
                hint_addr <= 0;
                hint_poly <= 0;
                state <= (start) ? RECEIVE_HINT : INIT;
            end
            RECEIVE_HINT: begin
                poly_num <= 0;
                if (valid_i) begin
                    if ((ctr+1)*8 > hint_addrlen+num_hints) begin
                        hint_addr <= (hint_addr << (64-FINAL_SHIFT)) | (di >> FINAL_SHIFT);
                        state <= EXPAND_HINT;
                    end
                    else begin
                        hint_addr <= {hint_addr[671-64:0], di};
                    end
                end
            end
            EXPAND_HINT: begin
                hint_poly[next_hint+hint_offset] <= 1;
                state <= (ctr+1 >= hint_cnt[K-1]) ? APPLY_HINT : EXPAND_HINT;
            end
            APPLY_HINT: begin
                state <= (ctr == K*256) ? INIT : APPLY_HINT;
            end
            endcase
        end
    end
endmodule
File: run.sh
#!/bin/bash
# OpenROAD 26Q1-2900-gdf79404cd8, Yosys 0.63+post, stock flow scripts
make -C /OpenROAD-flow-scripts/flow DESIGN_CONFIG=/design/flow/config.mk WORK_HOME=/design/flow/orfs finish
File: config.mk
export PLATFORM = sky130hd
export DESIGN_NAME = usehint
export DESIGN_NICKNAME = usehint
export VERILOG_FILES = /design/flow/design.v
export SDC_FILE = /design/flow/constraint.sdc
export NUM_CORES = 4
export LEC_CHECK = 1
export CORE_UTILIZATION = 50
File: constraint.sdc
current_design usehint

set clk_period 357.5
set clk_io_pct 0.2

create_clock -name clk0 -period $clk_period [get_ports {clk}]

set non_clock_inputs [all_inputs -no_clocks]
set_input_delay [expr $clk_period * $clk_io_pct] -clock clk0 $non_clock_inputs
set_output_delay [expr $clk_period * $clk_io_pct] -clock clk0 [all_outputs]
==> flow report <==
===========================================================================================
CP endpoint kind .............................................................  output port
Reg clk slew, reported paths .................................................      0.05 ns
Critical Path Slowest Stage Cell ............................................. clkdlybuf4s50_1
Total number of vias .........................................................       174266
Final hold violations ........................................................            0
Sink count of the clock tree .................................................         2744
Number of resized instances in the post-cts repair step ......................            0
Classification of the worst setup path ....................................... primary input to output port
Average size of a mapped cell ................................................    11.06 um2
Flip-flops with a built-in enable ............................................         2729
Number of design-rule violations left by the first detailed-router iteration .        17060
Overflow left after global routing ...........................................            0
Synth area leader ............................................................     edfxtp_1
Dpl cell area ................................................................   0.2179 mm2
Number of warnings issued by yosys ...........................................            2
FF-to-FF setup slack .........................................................    346.72 ns
Transition at the pin with the smallest max-transition slack .................     1.164 ns
Max-area cell share ..........................................................       39.22%
Reg-to-reg startpoint ........................................................       pos[0]
Max Clock Skew ...............................................................   0.05536 ns
Via count of the first global-routing pass ...................................       172814
Run status ................................................................... complete, no violations
Cell repeated most along the worst path ......................................        buf_4
Core area ....................................................................   0.4163 mm2
Final setup TNS ..............................................................         0 ns
Area delta synth->final ......................................................       9.609%
Max cap viols ................................................................            0
Number of buffers added on ports .............................................          363
Synth async-reset ratio ......................................................           0%
Maximum achievable frequency .................................................    6.744 MHz
Number of cells on the worst hold path .......................................            2
Endpoint of the worst register-to-register path .............................. hint_poly[640]
Total non-filler cell area in the finished layout ............................   0.2290 mm2
CP bufs+invs .................................................................            6
Global-route wire length before repair .......................................      1219 mm
Type of the tightest min-delay check ......................................... flip-flop to flip-flop
Sum of routed wire length over all layers ....................................     833.2 mm
H-tree Lvls ..................................................................            5
Worst Reg2Reg Path Length in Cells ...........................................           22
Post-synthesis cell count from yosys .........................................        18894
Layout fillers ...............................................................        34764
Cells along the critical path ................................................ clkdlybuf4s50_1, nand2b_4, buf_4, nor2_4, inv_2, buf_4, buf_4, o21a_1, nand2_1, o21a_1, o31ai_1, clkdlybuf4s50_1
Gate count after technology mapping ..........................................        18894
Power per cell area .......................................................... 4.041 mW/mm2
Crit path DRT ................................................................    286.00 ns
Synth Flop Type ..............................................................     edfxtp_1
GR Util All Layers ...........................................................       42.99%
Post-DP HPWL .................................................................     519.9 mm
Die width ....................................................................     648.5 um
Area of all sequential standard cells ........................................  0.08229 mm2
Post-CTS Setup Bufs ..........................................................            0
Final RePlAce weighted congestion ............................................        1.002
Maximum number of buffers from clock root to sink ............................            4
Standby leakage power ........................................................     74.04 nW
Minimum clock period after layout ............................................    148.29 ns
Startpoint types ............................................................. primary input
Top Family by Delay on Critical Path ......................................... buffers and inverters
Number of vias per cell after detailed routing ...............................        7.248
# DRC ........................................................................            0
Number of hold buffers added after cts .......................................            0
Die height ...................................................................     648.5 um
First-pass iteration count of the detailed router ............................            6
Layout cells sized above 1 ...................................................       19.16%
Clock buffers created by TritonCTS ...........................................          342
Worst IR Drop VDD ............................................................     6.388 uV
Slowest cell delay on critical path ..........................................      0.61 ns
Maximum fanout encountered on the critical timing path .......................           54
Yosys cell types .............................................................          113
Final-report setup violation count ...........................................            0
Initial Util .................................................................       50.19%
Antenna-violating nets left ..................................................            0
Top cells, area .............................................................. edfxtp_1 (39%), mux4_2 (22%), nand2_1 (7.2%), mux2i_1 (5.4%), clkbuf_1 (2.8%)
Root buf cell ................................................................    clkbuf_16
Slew Limit Fails .............................................................            0
Initial antenna violation count ..............................................           96
Relative slew slack ..........................................................       22.14%
Flops out of synthesis .......................................................         2744
RSZ-0062 raised after global routing .........................................        false
Num rows .....................................................................          237
Count of warning messages emitted by the tools ...............................          126
CTS tree .....................................................................          yes
Chip area line of the yosys report ...........................................   0.2090 mm2
Arrival time of data at the critical path endpoint ...........................     76.79 ns
I/O pins .....................................................................          364
Routed wire length per instance ..............................................     34.66 um
Post-Syn Area ................................................................   0.2090 mm2
Combinational cell area excluding buffers and inverters ......................   0.1192 mm2
Clk latency late pin .........................................................      1.05 ns
Ratio of final minimum period to clock period ................................       41.48%
Hold Startpoint ..............................................................     state[0]
Endpoint of the worst hold-timing path .......................................     state[2]
Pin count of the biggest net entering global routing .........................          179
Seq/Total Area, Yosys ........................................................       39.36%
DIE AREA .....................................................................   0.4205 mm2
===========================================================================================
## layer usage
layer	global-route usage, %	wire length [um]	vias to the layer above
met5	4.325	2042	-
met4	24.39	58510	118
met3	27.49	134000	2415
met2	57.13	359500	11530
met1	54.90	279100	86426
li1	-	-	73777
## worst max path at each step
stage / from / to / cells after the start
final: sec_lvl[2] / poly_o[35] / 12
after global routing: sec_lvl[2] / poly_o[46] / 14
after CTS: sec_lvl[2] / poly_o[35] / 12
## worst reg2reg max path: cells and delay by family (launching register included)
family | cells | cell delay (ns)
buffers and inverters | 6 | 2.80
AND-OR/OR-AND | 4 | 1.79
AND/OR/NAND/NOR | 6 | 2.58
XOR/XNOR | 2 | 0.91
multiplexers | 1 | 0.54
adder cells (fa/ha/maj) | 3 | 1.49
flip-flops | 1 | 0.49
## flip-flops by register name (all words and copies together), names as in the netlist
register and cells:
hint_poly 2048, pos 9, hint_addr 672, ctr 11
state 4
## cells in the final DEF (no fill, tap or decap), types with 584 or more instances in the layout
cell type / n
edfxtp_1: 2729
mux2i_1: 1128
nand3_1: 761
buf_4: 646
a21boi_0: 584
o211ai_1: 613
mux4_2: 2000
nand2_1: 3974
o31ai_1: 686
o21ai_0: 826
## Yosys cell counts, types with 63 or more instances
library cell	count
o31ai_1	688
inv_1	74
nor2_1	290
buf_1	342
a31oi_1	63
o21ai_1	284
buf_2	239
nor3_1	99
a32o_1	184
o221ai_1	86
o211ai_1	613
mux4_2	2000
and3_1	63
nand3_1	781
mux2_2	63
nand2_1	3999
a21oi_1	352
a21boi_0	584
a22o_1	310
o41ai_1	94
nor2b_1	88
ha_1	96
a211oi_1	120
o211a_1	101
edfxtp_1	2729
o22ai_1	223
o21ai_0	827
mux2i_1	1128
clkbuf_1	1550
## power breakdown
part	internal (mW)	total [mW]	leakage, nW	switching (mW)
clock network	0.197	0.348	5.28	0.151
logic	0.0548	0.181	41.5	0.126
registers	0.374	0.396	27.3	0.0225
## layout make-up
class	count	area share (%)
multi-input combinational	13921	52.04
sequential	2744	35.93
timing repair buffer	1045	4.019
clock buffer	415	3.933
tap	5497	3.003
clock inverter	199	0.7703
antenna	140	0.1530
inverter	81	0.1502
## through the flow
stage,hold slack (ns),setup WS (ns),power [mW],util (%),cells
5_1_grt,0.5383,209.01,0.9490,54.95,23941
6_report,0.5149,209.21,0.9255,55.01,24042
2_1_floorplan,0.4683,141.47,0.5816,-,18894
4_1_cts,0.5130,209.31,0.9228,54.93,23902
3_3_place_gp,0.5019,209.22,0.5771,52.34,23288
3_5_place_dp,0.4947,209.31,0.5772,52.34,23288
## kinds of logic after synthesis
family	count (synthesis)	synth area share, %
multiplexers	3192	27.30
AND/OR/NAND/NOR	5592	11.18
buffers and inverters	2229	4.187
other	1	0.001795
XOR/XNOR	46	0.2102
flip-flops	2744	39.36
AND-OR/OR-AND	4993	17.17
adder cells (fa/ha/maj)	97	0.5844
Power figures rest on the tool's default switching activity, not on a simulated workload.
